[./run.sh]
#!/bin/bash
# OpenROAD 26Q1-2900-gdf79404cd8, Yosys 0.63+post, stock flow scripts
make -C /OpenROAD-flow-scripts/flow DESIGN_CONFIG=/design/flow/config.mk WORK_HOME=/design/flow/orfs finish
[./config.mk]
export PLATFORM = sky130hd
export DESIGN_NAME = d_reg
export DESIGN_NICKNAME = d_reg
export VERILOG_FILES = /design/flow/design.v
export SDC_FILE = /design/flow/constraint.sdc
export NUM_CORES = 4
export LEC_CHECK = 1
export CORE_UTILIZATION = 30
[./constraint.sdc]
current_design d_reg

set clk_period 12.2
set clk_io_pct 0.2

create_clock -name clk0 -period $clk_period [get_ports {clk}]

set non_clock_inputs [all_inputs -no_clocks]
set_input_delay [expr $clk_period * $clk_io_pct] -clock clk0 $non_clock_inputs
set_output_delay [expr $clk_period * $clk_io_pct] -clock clk0 [all_outputs]
[./design.v]
module d_reg(
input clk, 
input D_stall, 
input D_bubble,
input [3:0] f_icode, f_ifun, f_stat,
input [3:0] f_rA, f_rB,
input [63:0] f_valC, f_valP,
input hlt, instr_valid, imem_err,
output reg [3:0] D_icode, D_ifun, D_stat,
output reg [3:0] D_rA, D_rB,
output reg [63:0] D_valC, D_valP
);
always @(posedge clk)
begin 
   if(D_stall==0)
   begin
      if(D_bubble == 0) 
      begin
         D_rA = f_rA;
         D_rB = f_rB;
         D_icode = f_icode; 
         D_ifun = f_ifun;
         D_valC = f_valC;
         D_valP = f_valP;
         if(hlt == 1)
         begin
            D_stat = 4'h2 ;
         end
         else if(imem_err == 1)
         begin
            D_stat = 4'h3 ;
         end
         else if(instr_valid == 1)
         begin
            D_stat = 4'h4;
         end
         else
            D_stat = f_stat;
      end
      else if(D_bubble == 1) 
      begin 
         D_icode = 4'b1;
         D_ifun  = 4'b0;
      end
   end
end
endmodule
==> impl_metrics.env <==
# flow metrics
export IMPL_status="completed"
export IMPL_yosysWarnings=1
export IMPL_grt_start_max_net_pins=61
export IMPL_crit_start="D_bubble"
export IMPL_port_buffers=301
export IMPL_power_density_nw_per_um2=153
export IMPL_ant_nets=0
export IMPL_core_area_um2=14600
export IMPL_drive_gt1_share_pct=6.99
export IMPL_gp_congestion=0.811
export IMPL_slew_violations=0
export IMPL_endpoint="D_valP[33]$_DFFE_PP_"
export IMPL_final_cell_mix="clkdlybuf4s50_1, edfxtp_1, clkbuf_16"
export IMPL_grt_remaining_overflow=0
export IMPL_firstDrtPassIters=20
export IMPL_yosysTopAreaCell="edfxtp_1"
export IMPL_hold_viol=0
export IMPL_synth_stat_cells=166
export IMPL_place_ws_ns=7.18
export IMPL_holdCritPathClass="in -> reg"
export IMPL_num_rows=44
export IMPL_drc=0
export IMPL_hpwlAfterDp_mm=8.02
export IMPL_hold_buffers=0
export IMPL_yosys_stat_seqShare_pct=97.6
export IMPL_lay_top_count="clkdlybuf4s50_1"
export IMPL_wl_mm=10.8
export IMPL_start_kind="input port"
export IMPL_fmax_ghz=0.220
export IMPL_cp_end_kind="flop"
export IMPL_setup_violations=0
export IMPL_worst_slack_ns=7.65
export IMPL_logic_area_um2=104
export IMPL_required_ns=12.24
export IMPL_antenna_found_initial=0
export IMPL_final_util_pct=57.9
export IMPL_routedWlPerCell_um=15.7
export IMPL_warnings=25
export IMPL_dp_cells=653
export IMPL_fp_util_pct=31.1
export IMPL_worstSetupPathType="in -> reg"
export IMPL_dr_first_iter_drc_count=231
export IMPL_chip_area_um2=15700
export IMPL_netlist_area_um2=4550
export IMPL_avgSynthCellArea_um2=27.4
export IMPL_seqCellArea_um2=4440
export IMPL_clock_path_buffers=2
export IMPL_critPathMaxFanout=60
export IMPL_num_io_pins=302
export IMPL_track_usage_pct=14.9
export IMPL_grt_pass1_vias=2824
export IMPL_synth_seq_cells=148
export IMPL_fin_tns_setup_ns=0
export IMPL_fp_dieH_um=125
export IMPL_yosysTopAreaCellShare_pct=97.6
export IMPL_cts_tree="done"
export IMPL_rsz0062_at_grt="false"
export IMPL_p_leak_nw=2.95
export IMPL_vdd_drop_max_mv=0.0894
export IMPL_finalCritPeriodShare_pct=37.3
export IMPL_num_vias=2758
export IMPL_num_antenna_cells=0
export IMPL_die_w_um=125
export IMPL_ys_chip_area_um2=4550
export IMPL_ys_types=10
export IMPL_n_fill_cell=1082
export IMPL_grt_pass1_wl_mm=16.2
export IMPL_top_cells_by_area="edfxtp_1, nor2b_1, nor4b_2"
export IMPL_syn_to_final_growth_pct=86.3
export IMPL_layout_cells_non_filler=685
export IMPL_slew_headroom_pct=40.9
export IMPL_cts_setup_buffers=0
export IMPL_cp_arrival_ns=4.59
export IMPL_max_slew_worst_pin_slew_ns=0.884
export IMPL_clock_sinks=148
export IMPL_cts_root_buf="clkbuf_16"
export IMPL_cts_resized=0
export IMPL_cap_violations=0
export IMPL_postSynthCellCount=166
export IMPL_post_route_min_period_ns=4.55
export IMPL_routed_via_density=4.03
export IMPL_numCtsBuffers=17
export IMPL_path_clk_slew_ns=0.06
export IMPL_htree_levels=4
critical path: stages:
cell             delay [ns]
clkdlybuf4s50_1        0.59
nor2_4                 0.77
buf_4                  0.72
logic make-up after synthesis:
logic type	after synthesis	synth area share (%)
AND-OR/OR-AND	3	0.385
flip-flops	148	97.6
AND/OR/NAND/NOR	12	1.73
buffers and inverters	3	0.247
how the worst min path moves through the flow:
stage / slack (ns) / start / cells after the start / endpoint
5_1_grt: 2.55 / f_valC[57] / 1 / D_valC[57]$_DFFE_PP_
4_1_cts: 2.55 / f_valP[50] / 1 / D_valP[50]$_DFFE_PP_
6_report: 2.57 / f_valP[50] / 1 / D_valP[50]$_DFFE_PP_
synth_stat cells:
| cell type | number |
|---|---|
| nor2b_1 | 7 |
| inv_1 | 3 |
| o21ai_0 | 1 |
| o21a_1 | 1 |
| a21oi_1 | 1 |
| nor2_1 | 2 |
| nand2b_1 | 1 |
| edfxtp_1 | 148 |
| nor4b_2 | 1 |
| or2_1 | 1 |
metrics by stage:
step / cell area [um^2] / total power [mW] / hold WS, ns
after floorplan: 4550 / 0.621 / 2.54
after global placement: 7820 / 0.736 / 3.00
after detailed placement: 7820 / 0.737 / 3.00
after CTS: 8480 / 1.32 / 2.55
after global routing: 8480 / 1.35 / 2.55
final: 8480 / 1.30 / 2.57
power by group:
part	leakage, nW	switching, mW	total (mW)	internal [mW]
Combinational	1.24	0.0237	0.118	0.0942
Sequential	1.39	0.00823	0.607	0.599
Clock	0.320	0.194	0.577	0.383
area by class of cell:
cell class,instances,area share (%)
Clock buffer,18,5.06
Timing Repair Buffer,303,35.7
Inverter,3,0.133
Tap cell,184,2.72
Multi-Input combinational cell,15,1.22
Clock inverter,14,2.74
Sequential cell,148,52.4
registers in the layout, indices dropped and copies added, names as in the netlist:
| name | cells |
|---|---|
| D_icode | 4 |
| D_ifun | 4 |
| D_rA | 4 |
| D_rB | 4 |
| D_stat | 4 |
| D_valC | 64 |
| D_valP | 64 |
metal layers:
| layer | share of wire [%] | global-route usage [%] | vias to the layer above |
|---|---|---|---|
| li1 | - | - | 1308 |
| met1 | 37 | 20.9 | 1248 |
| met2 | 48 | 22.6 | 191 |
| met3 | 13 | 7.85 | 11 |
| met4 | 1.5 | 2.22 | 0 |
| met5 | 0 | 0 | - |
Power figures rest on the tool's default switching activity, not on a simulated workload.
