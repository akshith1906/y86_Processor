**flow/design.v**
```verilog
module pcupdate(
    input [3:0] icode, 
    input [3:0] ifun,     
    input [63:0] valC,   
    input [63:0] valM,    
    input [63:0] valP,
    input le,
    input l,
    input e,
    input ne,
    input ge,
    input g,
    output reg [63:0] newPC
);
always @(*) begin
    newPC = valP;
    if (icode == 4'b1000) 
    begin  
        newPC = valC;  
    end 
    else if (icode == 4'b1001) 
    begin  
        newPC = valM;  
    end
    else if(icode == 4'b0111)
    begin
        if(ifun == 4'b0000)
        begin
            newPC = valC;
        end
        else if ((ifun == 4'b0001) && (le == 1))  
        begin
            newPC = valC; 
        end
        else if ((ifun == 4'b0010) && (l == 1)) 
        begin
            newPC = valC;
        end
        else if ((ifun == 4'b0011) && (e == 1)) 
        begin
            newPC = valC;
        end
        else if ((ifun == 4'b0100) && (ne == 1))
        begin
            newPC = valC;
        end
        else if ((ifun == 4'b0101) && (ge == 1))
        begin
            newPC = valC;
        end
        else if ((ifun == 4'b0110) && (g == 1))
        begin
            newPC = valC;
        end
    end
end
endmodule
```
**flow/run.sh**
```bash
#!/bin/bash
# OpenROAD 26Q1-2900-gdf79404cd8, Yosys 0.63+post, stock flow scripts
make -C /OpenROAD-flow-scripts/flow DESIGN_CONFIG=/design/flow/config.mk WORK_HOME=/design/flow/orfs finish
```
**flow/config.mk**
```make
export PLATFORM = sky130hd
export DESIGN_NAME = pcupdate
export DESIGN_NICKNAME = pcupdate
export VERILOG_FILES = /design/flow/design.v
export SDC_FILE = /design/flow/constraint.sdc
export NUM_CORES = 4
export LEC_CHECK = 1
export CORE_AREA = 10 10 114 114
export DIE_AREA = 0 0 124 124
```
**flow/constraint.sdc**
```tcl
current_design pcupdate

set clk_period 20.4
set clk_io_pct 0.2

create_clock -name clk0 -period $clk_period

set non_clock_inputs [all_inputs -no_clocks]
set_input_delay [expr $clk_period * $clk_io_pct] -clock clk0 $non_clock_inputs
set_output_delay [expr $clk_period * $clk_io_pct] -clock clk0 [all_outputs]
```
==> out/qor.yml <==
status:
  outcome: "finished, final reports clean"
timing:
  hold_violations: 0
  final_max_slew_viol_count: 0
  max_slew_margin: 0.4404
  finalSetupViolations: 0
  timing.final.ws_setup_ns: 8.905
  whs_ns: 9.133
  rsz0062_at_grt: "no"
  tns_ns: 0
  worst_pin_slew_ns: 0.8394
  fmax_mhz: 87.00
  period_minus_slack_ns: 11.49
  period_used_share: 0.5635
placement:
  dpl_worst_slack_ns: 8.878
  place_area_um2: 5111
  routabilityCongestion: 0.9091
  dp_hpwl_um: 11320
  io_buffers: 270
power:
  vdd_drop_max_v: 0.00001005
  seqPwrFrac: 0
  intPower_w: 0.00006952
  p_switching_w: 0.00002937
  p_total_w: 0.00009889
  p_sw_frac: 0.2970
  p_clk_frac: 0
  p_per_area_nw_per_um2: 19.35
  leakagePower_nw: 1.837
  comb_power_share: 1.000
synth:
  yosysCellCount: 316
  ys_seq_share: 0
  syn_inst: 316
  netlist_area_um2: 2431
  ys_chip_area_um2: 2431
  yosysUniqueCellTypes: 14
  syn_avg_cell_area_um2: 7.693
  ys_warn_count: 1
hold_path:
  worst_hold_path_type: "primary input to output pin"
  hold_depth: 5
global_routing:
  grt_remaining_overflow: 0
  grt_pass1_wl_um: 21820
  first_global_vias: 3510
  grt_max_degree: 73
  antenna_found_initial: 0
  grt_usage: 0.1781
critical_path:
  cp_top_family: "buffers and inverters"
  path_buffers: 4
  criticalPathCategory: "primary input to output pin"
  endpoint_kind: "output pin"
  cp_data_arrival_time_ns: 7.41
  cp_num_cells: 8
  worst_setup_path_start_kind: "primary input"
  crit_fanout: 65
  cpMaxStageDelayCell: "and3_2"
  max_stage_delay_ns: 0.67
  crit_chain: "clkdlybuf4s50_1, nor3b_1, o21bai_4, buf_4, and3_2, buf_4, o311a_1, clkdlybuf4s50_1"
  cp.required_ns: 16.32
die:
  io_pins: 270
  die_x_um: 124
  fp-utilization: 0.2334
  die_area_um2: 15380
  core_um2: 10420
  fp.dieH_um: 124
  rows: 37
job:
  max_cap_violations: 0
  warnings: 32
layout:
  area.sequential_um2: 0
  flops: 0
  area_delta_synth_final_pct: 110.2
  n_fill_cell: 989
  layout-drive-gt1-share: 0.02206
  clkbuf_count: 0
  final_cell_area_um2: 5111
route:
  routed_wl_um: 15090
  drc_errors: 0
  vias: 3644
  wire_per_inst_um: 22.19
  drtAntennaViolNets: 0
  initialDrtViolationCount: 277
  dr.pass1.iters: 4
  antenna_cells: 0
  avgViaCountPerCell: 5.359
clock_tree:
  ctsHoldBuffers: 0
  cts_resized: 0
  cts_setup_buffers: 0
## Yosys cell counts
library cell	n	area [um2]
and3_1	1	6.260
and3b_1	1	8.760
buf_2	23	115.1
buf_6	7	78.83
clkbuf_1	19	71.32
mux2i_1	65	650.6
nand2_1	64	240.2
nand3b_1	1	7.510
nand4b_1	65	569.3
nor3_1	1	5.000
nor3b_1	3	22.52
o211ai_1	1	7.510
o21bai_1	1	7.510
o311a_1	64	640.6
## power groups by stage
stage | logic [W] | clock network (W) | registers [W]
CTS | 0.000100 | 0 | 0
global route | 0.000106 | 0 | 0
finish | 0.0000989 | 0 | 0
## layout make-up
class	instances	area, um2	area share
Timing Repair Buffer	277	2753	0.5386
Multi-Input combinational cell	267	2188	0.4282
Tap cell	136	170.2	0.03329
## final timing paths
path     start   endpoint  slack, ns
max    ifun[2]   newPC[2]       8.91
min   icode[0]  newPC[11]       9.13
## per-layer routing
layer	part of all wire	wire length (um)	GRT usage
met5	0	0	0
met4	0.017	260	0.02878
met3	0.088	1323	0.04270
met2	0.51	7753	0.3146
met1	0.38	5755	0.2177
## stage by stage
step	util	cells
after detailed placement	0.4907	680
after floorplan	-	316
after global routing	0.4907	680
final	0.4907	680
after global placement	0.4907	680
after CTS	0.4907	680
## cell families after synthesis
kind of cell	share of synthesized area
AND-OR/OR-AND	0.2697
buffers and inverters	0.1091
multiplexers	0.2676
AND/OR/NAND/NOR	0.3536
## placed cells by master (no fill, tap or decap), types with 2 or more instances in the layout
master,n
buf_4,8
clkdlybuf4s50_1,269
mux2i_1,65
nand2_1,64
nand4b_1,65
nor3b_1,2
o311a_1,64
Power figures rest on the tool's default switching activity, not on a simulated workload.
